==> flow/design.v <==
module Ch(
	input [31:0] x,
	input [31:0] y,
	input [31:0] z,
	output [31:0] out
);
	assign out = ((x & (y ^ z)) ^ z);
endmodule
==> flow/run.sh <==
#!/bin/bash
# OpenROAD 26Q1-2900-gdf79404cd8, Yosys 0.63+post, stock flow scripts
make -C /OpenROAD-flow-scripts/flow DESIGN_CONFIG=/design/flow/config.mk WORK_HOME=/design/flow/orfs finish
==> flow/config.mk <==
export PLATFORM = sky130hd
export DESIGN_NAME = Ch
export DESIGN_NICKNAME = Ch
export VERILOG_FILES = /design/flow/design.v
export SDC_FILE = /design/flow/constraint.sdc
export NUM_CORES = 4
export LEC_CHECK = 1
export CORE_AREA = 10 10 70 70
export DIE_AREA = 0 0 80 80
==> flow/constraint.sdc <==
current_design Ch

set clk_period 1.0
set clk_io_pct 0.2

create_clock -name clk0 -period $clk_period

set non_clock_inputs [all_inputs -no_clocks]
set_input_delay [expr $clk_period * $clk_io_pct] -clock clk0 $non_clock_inputs
set_output_delay [expr $clk_period * $clk_io_pct] -clock clk0 [all_outputs]
==> run notes <==
Reports from this run.

- The maximum fanout along the worst path is 1.
- The library cells used most frequently in the layout, excluding fill and tap cells, are 63 x clkdlybuf4s15_1, 32 x mux2_4, 25 x buf_6.
- The number of buffers added for setup after CTS is 0.
- The logs give a warning total of 32.
- The instance count of the mapped netlist reads 32.
- The number of top-level pins is approximately 130.
- In this design, the stage delay of the slowest critical-path cell is ~300 ps.
- The library cell used most frequently in the layout, excluding fill and tap cells, is clkdlybuf4s15_1.
- The count of buffers inserted at the top-level ports is 128.
- In this run the most critical hold path is launched from x[24].
- The overall die size recorded for this design is around 0.0064 mm2.
- The count of final max-slew check failures is 0.
- The top achievable clock speed is roughly 1000 MHz.
- The worst setup path startpoint is x[31].
- The final sequential cell count is 0.
- The run finished with clean final reports.
- Setup violations remaining at the end of the flow were counted as 0.
- The yosys stat cell total is 32.
- The number of different library cells used by synthesis comes to 1.
- The power per cell area is between 300 and 400 mW/mm2.
- The data arrival time reported for the critical path is roughly 790 ps.
- The global-route wire length before repair reads ~5100 um.
- The transition time recorded at the tightest slew-check pin is 70.9 ps.
- The total cell area at the placement stage is 0.00182 mm2.
- The register area is 0 um2.
- The synthesis-to-layout area growth is 249%.
- The slowest stage cell on the critical path reads mux2_4.
- The remaining global-route overflow reads 0.
- Per the log, the first TritonRoute iteration ended with a DRC count of 7.
- For this design the static power due to leakage is 0.000870 uW.
- The initial antenna violation count came to 0.
- The final core area utilization reads 0.491.
- Together, buffers and inverters on the worst path number 2.
- The first-pass iteration count of the detailed router is 2.
- Per the post-route antenna check, the number of violating nets is 0.
- The count of max-cap constraint violations reads 0.
- The placement row count is 21.
- The average footprint of a synthesized cell reads between 15 and 20 um2.
- The core area is 0.00342 mm2.
- Setup repair after global routing left no endpoint under its margin.
- The critical setup path kind reads primary input to output port.
- The total track usage reads 0.0995.
- The largest net degree at the start of global routing reads 2.
- In this run the tightest slew margin relative to its limit is 0.953.
- The total via count after detailed routing is ~790.
- The routed wire length reads 3490 um.
- The share of the core area taken by cells at floorplan is 0.141.
- The via count of the first global-routing pass is approximately 1,000.
- The element type at the critical path start reads a primary input.
- The report lists the cells along the critical path as clkdlybuf4s15_1, mux2_4, buf_6.
- The yosys-reported design area after synthesis is between 400 and 500 um2.
- The final period utilization is 0.993.
- The most critical min-delay path falls under primary input to output port.
- Per Yosys stat, the portion of area used by sequential elements is 0.
- The number of antenna diodes in the final layout is 0.
- The script parses the final routing iteration and logs DRC violations as 0.
- The cell type group with the largest total delay on the critical path is multiplexers.
- The minimum clock period after layout reads 993 ps.
- The routability congestion estimate is 0.812.
- Hold-check failures listed in the final report amount to 0.
- The die boundary width is 80 um.
- The sum of negative setup slack reads 0 ps.
- The power consumption is roughly 630 uW.
- The share of cells above drive strength 1 is 0.581.
- The finished layout cell area reads between 0.0015 and 0.002 mm2.
- The maximum vdd drop is 0.157 mV.
- The average wire length per cell after detail routing is roughly 17 um.
- The height of the die is 80 um.
- Once detailed placement completed, the half-perimeter wirelength came to roughly 3400 um.
- The number of warnings issued by yosys reads 0.
- The total standard cell area after synthesis reads 480 um2.
- The data required time reported for the critical path is about 800 ps.
- The clock buffer count reads 0.
- The nature of the critical path endpoint is an output port.
- The per-cell via count in the routed design reads roughly 3.8.
- The tally of filler cells in the layout reads 318.
repair_timing:
item                                    in CTS  in global routing
endpoints found under the setup margin      32                 30
hold buffers                                 0                  0
gates resized                              283                 66
gates cloned                                 0                  0
metal layers:
layer,wire [um],up-vias,track usage,share of wire
met1,1100,342,0.0897,0.32
met2,1810,63,0.186,0.52
met5,0,-,0,0
li1,-,384,-,-
met4,31,0,0.00704,0.0089
met3,547,2,0.0670,0.16
cells by family (layout without fill, tap and decap cells):
logic type	Yosys count	count (layout)	synth area share
buffers and inverters	0	128	0
muxes	32	32	1.00
through the flow:
stage                     setup WS, ps  cells  hold slack, ps
after floorplan                    341     32             502
final                             7.02    206             707
after CTS                       0.0455    206             773
after global placement            -618    206            1440
after detailed placement          -617    206            1440
after global routing             0.523    206             721
Yosys cell counts (all sizes together):
cell type   n  area share
mux2       32         1.0
worst paths after layout:
| path | to | cells past startpoint |
|---|---|---|
| max | out[31] | 3 |
| min | out[24] | 3 |
power breakdown:
part	total, uW	internal, uW	switching, uW
Clock	0	0	0
Combinational	630	503	128
Sequential	0	0	0
area by class of cell:
class,count,area (um2),area share
repair buffers,128,1140,0.679
multi-input cells,32,480,0.286
well taps,46,57.6,0.0343
Power and IR drop assume default switching activity.
