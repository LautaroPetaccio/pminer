==> design.v <==
module Maj(
	input [31:0] x,
	input [31:0] y,
	input [31:0] z,
	output [31:0] out
);
	assign out = ((x & (y | z)) | (y & z));
endmodule
==> run.sh <==
#!/bin/bash
# OpenROAD 26Q1-2900-gdf79404cd8, Yosys 0.63+post, stock flow scripts
make -C /OpenROAD-flow-scripts/flow DESIGN_CONFIG=/design/flow/config.mk WORK_HOME=/design/flow/orfs finish
==> config.mk <==
export PLATFORM = sky130hd
export DESIGN_NAME = Maj
export DESIGN_NICKNAME = Maj
export VERILOG_FILES = /design/flow/design.v
export SDC_FILE = /design/flow/constraint.sdc
export NUM_CORES = 4
export LEC_CHECK = 1
export CORE_AREA = 10 10 70 70
export DIE_AREA = 0 0 80 80
==> constraint.sdc <==
current_design Maj

set clk_period 1.0
set clk_io_pct 0.2

create_clock -name clk0 -period $clk_period

set non_clock_inputs [all_inputs -no_clocks]
set_input_delay [expr $clk_period * $clk_io_pct] -clock clk0 $non_clock_inputs
set_output_delay [expr $clk_period * $clk_io_pct] -clock clk0 [all_outputs]
==> flow_summary.ini <==
; physical design summary
[run_status]
status = finished, final reports clean

[synthesis]
synth_cell_type_count = 1
yosysWarnings = 0
yosysTopAreaCellShare_pct = 100
ys_seq_share_pct = 0
ys_cells = 32
synth_cells = 32
syn-mean-instance-area_um2 = 11.3
synth_area_leader_cell = maj3_2
yosys_area_um2 = 360
synth.area.top_cells = maj3_2 (100%)
netlist_area_um2 = 360

[timing]
hold_slack_ps = 714
tightest_slew_ps = 59.0
period_used_pct = 97.8
fmax_mhz = 1020
maxSlewHeadroom_pct = 96.1
hold_violations = 0
rsz0062_at_grt = false
setup_viol = 0
maxSlewViolCount = 0
period_needed_ps = 978

[power]
ir_worst_vdd_mv = 0.125
swShare_pct = 23.9
power_leakage_nw = 0.646
pwr-share-seq_pct = 0
power.clock.fraction_pct = 0
intPower_w = 0.000334
combPwrFrac_pct = 100.0
switchingPower_w = 0.000105
power_density_nw_per_um2 = 334

[floorplanning]
ios = 128
chipArea_um2 = 6400
core_area_um2 = 3420
num_rows = 21
initCoreUtil_pct = 10.5
chipHeight_um = 80
die_x_um = 80

[placement]
portBuffers = 128
place_area_um2 = 1700
gp_congestion = 0.786
dp.cells = 206

[final_layout]
final_common_cell = clkdlybuf4s15_1
lay_top_cells = clkdlybuf4s15_1 (51), clkbuf_2 (41), buf_2 (36)
flop_area_um2 = 0
clockBufferCount = 0
post-route-cell-area_um2 = 1310
syn2layout_area_growth_pct = 265
seq_cell_count = 0
drive_gt1_share_pct = 68.1
stdcell_count = 206

[worst_setup_path]
cp.arrival_ps = 780
path_class = in -> out
worst_setup_path_end_kind = output pin
cp_max_fo = 1
crit_path_start_kind = input port
required_ps = 800

[global_routing]
grt_pass1_vias = 907
grt_pass1_wl_um = 4830
grt_start_max_net_pins = 2
gr-usage-all-layers_pct = 9.26
grt_overflow = 0
antenna_found_initial = 0

[clocking]
cts_hold_buf = 0

[run]
warning_count = 32
cap_violations = 0

[route]
viasPerCell = 3.72
wirelength_um = 3150
drc_errors = 0
n_antenna_cell = 0
ant_nets = 0
vias = 767
wl_per_cell_um = 15.3
drt-pass1-iter-count = 2
drt-initial-drc-count = 1

[worst_hold_path]
hold_start = y[4]
hp-class = in -> out
hold_end = out[4]
whs_path_depth = 3
-- timing repair --
action                     4_1_cts  5_1_grt
pin swaps                       32       18
resized                        293       41
buffers inserted                 0        0
setup endpoints to repair       32       26
-- power groups by stage --
| stage | clock network [W] | logic [W] | registers (W) |
|---|---|---|---|
| 4_1_cts | 0 | 0.000497 | 0 |
| 5_1_grt | 0 | 0.000487 | 0 |
| 6_report | 0 | 0.000439 | 0 |
-- kinds of logic (layout without fill, tap and decap cells) --
group | count (synthesis) | count (layout) | synth area share [%]
buffers and inverters | 0 | 128 | 0
adder cells (fa/ha/maj) | 32 | 32 | 100
-- cells in the mapped netlist --
cell type	count
maj3_2	32
-- layer usage --
layer	vias to the layer above	global-route usage (%)	wire (um)
met5	-	0	0
met4	0	0	0
met3	0	3.98	409
met2	61	17.8	1670
met1	322	9.49	1080
li1	384	-	-
-- worst max path at each step --
stage	from	end	depth (start not counted)
6_report	x[26]	out[26]	3
5_1_grt	z[22]	out[22]	3
4_1_cts	x[11]	out[11]	3
-- through the flow --
step | util [%] | setup slack [ps] | power (W) | setup TNS (ps)
2_1_floorplan | - | 336 | 0.0000857 | 0
5_1_grt | 38.5 | 0.159 | 0.000487 | 0
4_1_cts | 44.5 | 2.65 | 0.000497 | 0
3_3_place_gp | 49.7 | -564 | 0.000686 | -17070
6_report | 38.5 | 21.8 | 0.000439 | 0
3_5_place_dp | 49.7 | -565 | 0.000689 | -17150
-- cell type report --
class | instances | area (um2)
fillers | 365 | 2100
multi-input cells | 32 | 360
well taps | 46 | 57.6
repair buffers | 128 | 896
-- critical path, cell delays in order --
cell and delay, ps:
clkdlybuf4s15_1 170, maj3_2 290, buf_2 110
No activity file was given, so power comes from the tool's default toggle rates.
